$ cat flow/design.v
module FIFO # (
	parameter DATA_BIT_SIZE = 8,
	parameter FIFO_SIZE = 8,
	parameter A_FULL_THR = 6,
	parameter A_EMPTY_THR = 2
)(
	input clk,
	input reset,
	output full,
	output A_full,
	input write_en,
	input [DATA_BIT_SIZE-1:0] write_data,
	output empty,
	output A_empty,
	input read_en,
	output [DATA_BIT_SIZE-1:0] read_data           
);
reg     [DATA_BIT_SIZE-1:0] mem[FIFO_SIZE-1:0];
reg     [7:0] head;
reg     [7:0] head_nxt;
reg     [7:0] tail;
reg     [7:0] tail_nxt;
always @(*) begin
	if (head == (FIFO_SIZE-1)) begin 
		head_nxt = 0;
	end else begin 
		head_nxt = head + 1;        
	end
end
int i;
always @(posedge clk) begin
	if (reset) begin 
		head <= 0;
		remain <= 0;
		for (i=0; i < FIFO_SIZE; i++)
			mem[i] <= 0;
	end else begin 
		if (!full && write_en) begin
			mem[head] <= write_data;        
			head <= head_nxt;
			remain <= remain + 1;
		end
	end
end
always @(*) begin
	if (tail == (FIFO_SIZE-1)) begin 
		tail_nxt = 0;
	end else begin 
		tail_nxt = tail + 1;        
	end
end
always @(posedge clk) begin
	if (reset) begin 
		tail <= 0;
	end else begin 
		if (!empty && read_en) begin
			tail <= tail_nxt;
			remain <= remain - 1;
		end
	end
end
assign full = (remain == FIFO_SIZE);
assign A_full = (remain >= A_FULL_THR);
assign empty = (remain == 0);
assign A_empty = (remain <= A_EMPTY_THR);
assign read_data = mem[tail]; 
endmodule
$ cat flow/run.sh
#!/bin/bash
# OpenROAD 26Q1-2900-gdf79404cd8, Yosys 0.63+post, stock flow scripts
make -C /OpenROAD-flow-scripts/flow DESIGN_CONFIG=/design/flow/config.mk WORK_HOME=/design/flow/orfs finish
$ cat flow/config.mk
export PLATFORM = sky130hd
export DESIGN_NAME = FIFO
export DESIGN_NICKNAME = FIFO
export VERILOG_FILES = /design/flow/design.v
export SDC_FILE = /design/flow/constraint.sdc
export NUM_CORES = 4
export LEC_CHECK = 1
export CORE_UTILIZATION = 50
$ cat flow/constraint.sdc
current_design FIFO

set clk_period 3.3
set clk_io_pct 0.2

create_clock -name clk0 -period $clk_period [get_ports {clk}]

set non_clock_inputs [all_inputs -no_clocks]
set_input_delay [expr $clk_period * $clk_io_pct] -clock clk0 $non_clock_inputs
set_output_delay [expr $clk_period * $clk_io_pct] -clock clk0 [all_outputs]
==> report_table.html <==
<h2>Synthesis and place &amp; route</h2>
<table>
<tr><th>Metric</th><th>Value</th></tr>
<tr><th colspan="2">Run status</th></tr>
<tr><td>Run status</td><td>aborted with a tool error</td></tr>
<tr><td>Fail Step</td><td>synthesis</td></tr>
<tr><td>Error Message</td><td>ERROR: Found 1 problems in 'check -assert'.</td></tr>
<tr><th colspan="2">Logic synthesis</th></tr>
<tr><td>Sequential share of the synthesized area</td><td>61.7%</td></tr>
<tr><td>Number of distinct standard cells referenced by the synthesized netlist</td><td>31</td></tr>
<tr><td>Number of storage elements in the synthesis netlist</td><td>85</td></tr>
<tr><td>Yosys stat cell total</td><td>276</td></tr>
<tr><td>Area of the synthesized netlist per yosys stat</td><td>3810 um^2</td></tr>
<tr><td>Ys Warns</td><td>5</td></tr>
</table>
==> synthesized netlist by cell type <==
| master | instances | share of area [%] |
|---|---|---|
| nand2_1 | 7 | 0.69 |
| buf_1 | 2 | 0.20 |
| conb_1 | 2 | 0.20 |
| edfxtp_1 | 65 | 51 |
| mux2_2 | 8 | 2.4 |
| nand4_1 | 6 | 0.98 |
| or3_1 | 7 | 1.1 |
| nor2_1 | 8 | 0.79 |
| o31ai_2 | 1 | 0.33 |
| mux4_2 | 16 | 9.5 |
| inv_1 | 4 | 0.39 |
| mux2i_1 | 1 | 0.26 |
| nand3_1 | 6 | 0.79 |
| clkbuf_1 | 2 | 0.20 |
| ha_1 | 2 | 0.66 |
| o31ai_1 | 2 | 0.39 |
| or4_1 | 3 | 0.59 |
| clkbuf_2 | 1 | 0.13 |
| a21oi_1 | 10 | 1.3 |
| buf_2 | 4 | 0.53 |
| o21ai_0 | 7 | 0.92 |
| nor4_1 | 1 | 0.16 |
| or2_2 | 7 | 1.1 |
| and2_1 | 64 | 11 |
| nor4_2 | 3 | 0.98 |
| xnor2_1 | 2 | 0.46 |
| xor2_1 | 4 | 0.92 |
| nand2b_1 | 3 | 0.49 |
| nor3_1 | 4 | 0.53 |
| buf_4 | 4 | 0.79 |
| dfxtp_1 | 20 | 11 |
==> cell families after synthesis <==
kind of cell             synth area share [%]
AND-OR/OR-AND                            2.95
multiplexers                             12.1
adder cells (fa/ha/maj)                 0.656
AND/OR/NAND/NOR                          18.8
flip-flops                               61.7
buffers and inverters                    2.23
XOR/XNOR                                 1.38
other                                   0.197
